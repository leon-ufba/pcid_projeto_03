===== design.v =====
module hvsync_generator(clk, vga_h_sync, vga_v_sync, inDisplayArea, CounterX, CounterY);
input clk;
output vga_h_sync, vga_v_sync;
output inDisplayArea;
output [9:0] CounterX;
output [8:0] CounterY;
reg [9:0] CounterX;
reg [8:0] CounterY;
wire CounterXmaxed = (CounterX==10'h2FF);
always @(posedge clk)
if(CounterXmaxed)
	CounterX <= 0;
else
	CounterX <= CounterX + 1;
always @(posedge clk)
if(CounterXmaxed) CounterY <= CounterY + 1;
reg	vga_HS, vga_VS;
always @(posedge clk)
begin
	vga_HS <= (CounterX[9:4]==6'h2D);  
	vga_VS <= (CounterY==500);  
end
reg inDisplayArea;
always @(posedge clk)
if(inDisplayArea==0)
	inDisplayArea <= (CounterXmaxed) && (CounterY<480);
else
	inDisplayArea <= !(CounterX==639);
assign vga_h_sync = ~vga_HS;
assign vga_v_sync = ~vga_VS;
endmodule

===== run.sh =====
#!/bin/bash
# OpenROAD 26Q1-2900-gdf79404cd8, Yosys 0.63+post, stock flow scripts
make -C /OpenROAD-flow-scripts/flow DESIGN_CONFIG=/design/flow/config.mk WORK_HOME=/design/flow/orfs finish

===== config.mk =====
export PLATFORM = sky130hd
export DESIGN_NAME = hvsync_generator
export DESIGN_NICKNAME = hvsync_generator
export VERILOG_FILES = /design/flow/design.v
export SDC_FILE = /design/flow/constraint.sdc
export NUM_CORES = 4
export LEC_CHECK = 1
export CORE_AREA = 10 10 83 83
export DIE_AREA = 0 0 93 93

===== constraint.sdc =====
current_design hvsync_generator

set clk_period 2.3
set clk_io_pct 0.2

create_clock -name clk0 -period $clk_period [get_ports {clk}]

set non_clock_inputs [all_inputs -no_clocks]
set_input_delay [expr $clk_period * $clk_io_pct] -clock clk0 $non_clock_inputs
set_output_delay [expr $clk_period * $clk_io_pct] -clock clk0 [all_outputs]

==> impl_report.txt <==
RUN METRICS
----------------------------------------------------
[Outcome]
  Outcome ........................ finished, final reports clean

[Worst setup path]
  Critical setup path kind ........................ reg -> out
  Crit Reg-Reg Startpoint ........................ CounterX[0]$_SDFF_PN0_
  Worst setup path startpoint ........................ CounterX[5]$_SDFF_PN0_
  Critical path required time ........................ 1.84 ns
  Kind of capture point of the worst setup path ........................ primary output
  Series of cell instances along the critical path ........................ clkdlybuf4s50_1
  CP Max Fanout ........................ 6
  Maximum cell stage delay along the critical path ........................ between 0.5 and 0.6 ns
  Reg2Reg Setup Slack ........................ around 0.71 ns
  Data arrival, critical path ........................ approximately 1.3 ns
  CP bufs+invs ........................ 1
  Kind of start point of the critical path ........................ flop
  Cell family with most CP delay ........................ buffers and inverters
  Critical path's slowest cell ........................ sky130_fd_sc_hd__clkdlybuf4s50_1

[CTS]
  Maximum count of clock buffers along a single path ........................ 2
  TritonCTS clock tree ........................ built
  Insertion delay at the late pin of the worst-skew pair ........................ 0.26 ns
  Clock root buffer master ........................ sky130_fd_sc_hd__clkbuf_8
  Clock transition at the registers of the reported paths ........................ about 0.08 ns
  Cell resize tally after clock tree synthesis ........................ 0
  Clock tree sinks ........................ 22
  CTS Buf Count ........................ 3
  Cts hold-fix bufs ........................ 0
  Count of H-tree levels built during CTS ........................ 1
  Setup bufs post-CTS ........................ 0

[Final layout]
  Synthesis-to-layout area growth ........................ 36.6%
  Layout cells sized above 1 ........................ under 10%
  Highest-count cells in the layout ignoring fill and taps ........................ sky130_fd_sc_hd__clkdlybuf4s50_1, sky130_fd_sc_hd__dfxtp_1, sky130_fd_sc_hd__edfxtp_1
  Commonest Layout Cell ........................ sky130_fd_sc_hd__clkdlybuf4s50_1
  Number of non-filler instances in the completed layout ........................ roughly 190
  Fin util ........................ roughly a quarter

[Logic synthesis]
  Cell count listed in synth_stat.txt ........................ 91
  And+or+nand+nor area frac ........................ 22.7%
  Cell area after synthesis ........................ approximately 1000 um^2
  Synth Area per Inst ........................ around 11 um^2
  Fraction of the yosys area taken by sequential cells ........................ 53.3%
  Biggest combinational cell group after synthesis ........................ simple AND/OR/NAND/NOR gates
  Number of storage elements in the synthesis netlist ........................ 22
  Synth mux share ........................ 1.13%
  Cell type contributing the most total cell area after synthesis ........................ sky130_fd_sc_hd__edfxtp_1
  Adder-Cell Fraction of Synth Area ........................ about 3.8%
  Area share of the largest cell type after synthesis ........................ between 20% and 30%
  Fraction of synthesized cell area in xor and xnor cells ........................ under 10%
  Number of warnings issued by yosys ........................ 1
  Flip-flops with a built-in enable ........................ 9
  Synth unique cells ........................ 30
  Fraction of synthesis flops using an asynchronous set or reset pin ........................ 0%
  AND-OR/OR-AND share of the synthesized area ........................ under 10%
  Most instantiated flip-flop cell in the synthesis netlist ........................ sky130_fd_sc_hd__dfxtp_1
  Post-synthesis chip area from yosys ........................ 996 um^2
  Synth area leaders ........................ sky130_fd_sc_hd__edfxtp_1, sky130_fd_sc_hd__dfxtp_1, sky130_fd_sc_hd__xnor2_1
  Post-Syn Instances ........................ between 90 and 100

[Final timing]
  Slew Limit Headroom ........................ just under 80%
  RSZ-0062 raised after global routing ........................ no
  Hold violation total from the final report ........................ 0
  Final hold slack ........................ around 0.51 ns
  Number of slew-limit violations in the final report ........................ 0
  Total negative setup slack ........................ 0 ns
  Post-layout worst setup margin ........................ around 0.56 ns
  Shortest period the worst path allows ........................ about 1.7 ns
  Tightest Pin Transition ........................ 0.335 ns
  Worst clock skew ........................ 0.00474 ns
  Maximum frequency from static timing analysis ........................ 573 MHz
  Final setup vio count ........................ 0
  Final period util ........................ around three quarters

[Drt]
  1st-iter DRT viols ........................ about 70
  Total length of routed wires ........................ approximately 2.2 mm
  Vias after detailed routing ........................ 727
  Antenna Cells ........................ 0
  Number of nets with antenna violations after routing ........................ 0
  Average via count per standard cell ........................ approximately 3.9
  Number of detailed-route iterations in the first pass ........................ 4
  Routed length per placed instance ........................ around 12 um
  DRC Markers ........................ 0

[Min path]
  Type of the worst min-delay path ........................ reg -> reg
  Launch point of the worst hold path ........................ CounterX[7]$_SDFF_PN0_

[Placed design]
  Minimum setup slack after placement ........................ just over 0.7 ns
  Number of instances in the placed design ........................ 184
  Count of buffers inserted at the top-level ports ........................ 22
  Weighted congestion reported at the end of routability-driven placement ........................ 0.800
  Post-detail-place hpwl ........................ ~1.7 mm

[Floorplan]
  Chip width ........................ 93 um
  Count of standard-cell rows ........................ 26
  I/O pins ........................ 23
  Vertical extent of the die ........................ slightly above 90 um
  Core area ........................ ~0.0051 mm^2
  Chip area ........................ between 0.008 and 0.009 mm^2
  Effective utilization at floorplan ........................ between 10% and 20%

[Pwr]
  Leakage power summed over all cells ........................ roughly 0.51 nW
  P per Cell Area ........................ about 480 mW/mm^2
  Worst ir drop on vdd ........................ approximately 0.17 mV

[Global routing]
  Overall track demand over capacity in global routing ........................ between 4 and 5%
  Grt total ovfl ........................ 0
  Pin count of the biggest net entering global routing ........................ 13
  First-pass GRT wire length ........................ between 3 and 4 mm
  Via count of the first global-routing pass ........................ around 700
  Initial antenna violation count ........................ 0

[Run]
  Number of logged tool warnings ........................ 26
  Count of maximum capacitance violations ........................ 0

----------------------------------------------------
## worst paths after layout
kind	depth (start not counted)	end
worst min-delay path	2	CounterX[7]$_SDFF_PN0_
worst max-delay path	1	CounterX[5]
worst max register to register	4	CounterX[8]$_SDFF_PN0_
worst min register to register	2	CounterX[7]$_SDFF_PN0_
## sequential cells by signal, summed over array words and instances, names as in the netlist
register       flops
CounterX          10
CounterY           9
inDisplayArea      1
vga_HS             1
vga_VS             1
## power by group
group          internal, mW  switching [mW]   total (mW)
sequential            0.402               0        0.402
clock                 0.124           0.125        0.248
combinational             0               0  0.000000279
## layout make-up
class | count | area [um^2]
well taps | 70 | 87.6
inverters | 5 | 18.8
repair buffers | 24 | 235
fillers | 568 | 3780
multi-input cells | 63 | 443
flip-flops and latches | 22 | 531
clock buffers | 4 | 45.0
## through the flow
stage | power, mW | instance area, um^2
floorplan | 0.411 | 996
global placement | 0.411 | 1320
detailed placement | 0.411 | 1320
CTS | 0.657 | 1360
global route | 0.673 | 1360
finish | 0.650 | 1360
## cell families (layout without fill, tap and decap cells)
logic type / Yosys count / after routing
flops: 22 / 22
fa+ha+maj: 3 / 3
mux: 1 / 1
compound gates: 9 / 9
xor+xnor: 11 / 11
simple gates: 39 / 39
buf+inv: 6 / 33
## per-layer routing
layer | up-vias | wire length [um] | track usage [%]
met5 | - | 0 | 0
met4 | 0 | 45 | 1.03
met2 | 16 | 887 | 6.54
met1 | 325 | 1090 | 7.23
met3 | 4 | 149 | 1.70
li1 | 382 | - | -
## worst min-delay path: stages, from the launching register on
cell	delay, ns
sky130_fd_sc_hd__dfxtp_1	0.35
sky130_fd_sc_hd__nand2_1	0.06
sky130_fd_sc_hd__nand3_1	0.05
## cells in the mapped netlist (all sizes together), types with 2 or more instances
| cell | instances |
|---|---|
| a21boi | 2 |
| a41oi | 2 |
| and3 | 5 |
| and4 | 2 |
| dfxtp | 13 |
| edfxtp | 9 |
| ha | 3 |
| inv | 5 |
| nand2 | 7 |
| nand3 | 7 |
| nand3b | 2 |
| nand4 | 3 |
| nor2 | 7 |
| xnor2 | 6 |
| xor2 | 5 |
Power is estimated from default activity; no workload was simulated.
